**design/flow/run.sh**
```bash
#!/bin/bash
# OpenROAD 26Q1-2900-gdf79404cd8, Yosys 0.63+post, stock flow scripts
make -C /OpenROAD-flow-scripts/flow DESIGN_CONFIG=/design/flow/config.mk WORK_HOME=/design/flow/orfs finish
```
**design/flow/config.mk**
```make
export PLATFORM = sky130hd
export DESIGN_NAME = display_top
export DESIGN_NICKNAME = display_top
export VERILOG_FILES = /design/flow/design.v
export SDC_FILE = /design/flow/constraint.sdc
export NUM_CORES = 4
export LEC_CHECK = 1
export CORE_UTILIZATION = 30
export SYNTH_MEMORY_MAX_BITS = 65536
```
**design/flow/constraint.sdc**
```tcl
current_design display_top

set clk_period 358.1
set clk_io_pct 0.2

create_clock -name clk0 -period $clk_period [get_ports {clk}]

set non_clock_inputs [all_inputs -no_clocks]
set_input_delay [expr $clk_period * $clk_io_pct] -clock clk0 $non_clock_inputs
set_output_delay [expr $clk_period * $clk_io_pct] -clock clk0 [all_outputs]
```
**design/flow/design.v**
```verilog
module address_scale (
	input [7:0] read_value,
	input [2:0] scale,
	output wire [7:0] scaled_value,
	output wire out_of_range 
	);
	wire signed [8:0] signed_read_value, singed_scaled_value;
	wire signed [16:0] read_value_shifted1, read_value_shifted2;
	assign signed_read_value = read_value;
	assign read_value_shifted1 = {signed_read_value, 8'b0000_0000};
	assign read_value_shifted2 = read_value_shifted1 >>> scale;
	assign singed_scaled_value = {read_value_shifted1[16], read_value_shifted2[11:4]};
	assign scaled_value = singed_scaled_value;
	assign out_of_range = (read_value_shifted2[16:12] != 5'b00000);
endmodule
module display_scaling_fsm(
	input clk,
	input reset,
	input stretch,
	input shrink,
	output wire [2:0] scale
	);
	wire [2:0] scale_prev, scale_prev_1;
	wire en_shrink, en_stretch;
	reg [2:0] rscale;
	assign en_shrink = (scale_prev != 3'b000) & shrink;
	assign en_stretch = (scale_prev != 3'b111) & stretch;
	always @(*) begin
		if(en_shrink & ~en_stretch) begin
			rscale = scale_prev - 1;
		end else if (~en_shrink & en_stretch) begin
			rscale = scale_prev + 1;
		end else begin
			rscale = scale_prev;
		end
	end
	assign scale = reset ? 3'b100 : rscale;
	assign scale_prev = reset ? 3'b100 : scale_prev_1;
	dff #(3) FF(.clk(clk), .d(scale), .q(scale_prev_1));
endmodule 
module display_top (
	input clk,
	input reset,
	input valid,
	input vsync,
	input [10:0] x,
	input [9:0] y,
	input new_sample_ready,
	input [15:0] sample_in_full,
	input [15:0] sample_in_1,
	input [15:0] sample_in_2,
	input [15:0] sample_in_3,
	input x_shrink,
	input x_stretch,
	input y_shrink,
	input y_stretch,
	input [1:0] play_state,
	input [1:0] song,
	input new_note,
	input [7:0] note ,
	input [7:0] duration,
	output wire [7:0] r, g, b
	);
	wire [2:0] xscale, yscale;
	display_scaling_fsm xscaler(
		.clk(clk),
		.reset(reset),
		.stretch(x_stretch),
		.shrink(x_shrink),
		.scale(xscale)
		);
	display_scaling_fsm yscaler(
		.clk(clk),
		.reset(reset),
		.stretch(y_stretch),
		.shrink(y_shrink),
		.scale(yscale)
		);
	wire pixel_full, pixel_1, pixel_2, pixel_3;
	wire [7:0] r_w, g_w, b_w;
	wave_display_top wd_full(
		.clk(clk),
		.reset(reset),
		.new_sample(new_sample_ready),
		.sample(sample_in_full),
		.x(x),
		.y(y),
		.valid(valid),
		.vsync(vsync),
		.xscale(xscale),
		.yscale(yscale),
		.pixel(pixel_full)
		);
	wave_display_top wd_1(
		.clk(clk),
		.reset(reset),
		.new_sample(new_sample_ready),
		.sample(sample_in_1),
		.x(x),
		.y(y),
		.valid(valid),
		.vsync(vsync),
		.xscale(xscale),
		.yscale(yscale),
		.pixel(pixel_1)
		);
	wave_display_top wd_2(
		.clk(clk),
		.reset(reset),
		.new_sample(new_sample_ready),
		.sample(sample_in_2),
		.x(x),
		.y(y),
		.valid(valid),
		.vsync(vsync),
		.xscale(xscale),
		.yscale(yscale),
		.pixel(pixel_2)
		);
	wave_display_top wd_3(
		.clk(clk),
		.reset(reset),
		.new_sample(new_sample_ready),
		.sample(sample_in_3),
		.x(x),
		.y(y),
		.valid(valid),
		.vsync(vsync),
		.xscale(xscale),
		.yscale(yscale),
		.pixel(pixel_3)
		);
	assign r_w = (pixel_full | pixel_1) ? 8'hFF : 8'h00; 
	assign g_w = (pixel_full | pixel_2) ? 8'hFF : 8'h00;
	assign b_w = (pixel_full | pixel_3) ? 8'hFF : 8'h00; 
	assign r = r_w;
	assign g = g_w;
	assign b = b_w;
endmodule
module dff #(parameter WIDTH = 1) (
    input clk,
    input [WIDTH-1:0] d,
    output reg [WIDTH-1:0] q
);
    always @(posedge clk) 
        q <= d;
endmodule
module dffr #(parameter WIDTH = 1) (
    input clk,
    input r,
    input [WIDTH-1:0] d,
    output reg [WIDTH-1:0] q
);
    always @ (posedge clk) 
        if (r) 
            q <= {WIDTH{1'b0}};
        else
            q <= d;
endmodule
module dffre #(parameter WIDTH = 1) (
    input clk,
    input r,
    input en,
    input [WIDTH-1:0] d,
    output reg [WIDTH-1:0] q
);
    always @(posedge clk)
        if (r)
            q <= {WIDTH{1'b0}};
        else if (en)
            q <= d;
        else
            q <= q;
endmodule
module ram_1w2r #(parameter WIDTH = 8, parameter DEPTH = 8) (
    input clka,
    input wea,
    input [DEPTH-1:0] addra,
    input [WIDTH-1:0] dina,
    output wire [WIDTH-1:0] douta,
    input clkb,
    input [DEPTH-1:0] addrb,
    output wire [WIDTH-1:0] doutb
);
    reg [WIDTH-1:0] RAM [(2**DEPTH)-1:0];
    reg [DEPTH-1:0] read_addra;
    reg [DEPTH-1:0] read_addrb;
    always @(posedge clka) begin
        if (wea == 1'b1)
            RAM[addra] <= dina;
        read_addra <= addra;
    end
    always @(posedge clkb)
        read_addrb <= addrb;
    assign douta = RAM[read_addra];
    assign doutb = RAM[read_addrb];
endmodule
module sample_scale (
	input [7:0] read_value,
	input [2:0] scale,
	output wire [7:0] scaled_value,
	output wire [1:0] out_of_range 
	);
	wire signed [8:0] signed_read_value, singed_scaled_value;
	wire signed [16:0] read_value_shifted1, read_value_shifted2;
	assign signed_read_value = read_value - 127;
	assign read_value_shifted1 = {signed_read_value, 8'b0000_0000};
	assign read_value_shifted2 = read_value_shifted1 >>> scale;
	assign singed_scaled_value = {read_value_shifted1[16], read_value_shifted2[11:4]};
	assign scaled_value = singed_scaled_value + 127;
	assign out_of_range = { (read_value_shifted2[16:11] != 6'b000000) & (read_value_shifted2[16] == 0) ,
						    (read_value_shifted2[16:11] != 6'b111111) & (read_value_shifted2[16] == 1) };
endmodule
module wave_capture (
    input clk,
    input reset,
    input new_sample_ready,
    input [15:0] new_sample_in,
    input wave_display_idle,
    output wire [8:0] write_address,
    output wire write_enable,
    output wire [7:0] write_sample,
    output wire read_index
);
	wire[15:0] yprev, ycurr;
	dffre #(16) LATCH_SAMPLE_1(
		.clk (clk),
		.r (reset), .en(new_sample_ready),
		.d (ycurr), .q (yprev)
	);
	dffre #(16) LATCH_SAMPLE_2(
		.clk (clk),
		.r (reset), .en(new_sample_ready),
		.d (new_sample_in), .q (ycurr)
	);
	wire [1:0] state, next;  
	reg [1:0] next1;	
	reg [7:0] counter;
	dffr #(2) STATE_FF(
		.clk (clk),
		.r (reset),
		.d (next), .q (state)
	);
	reg [8:0] output_address;
	reg output_enable;
	reg [7:0] output_sample;
	reg output_index;
	always@(*) begin
		output_index = reset ? 1'b0 : output_index;
		if (reset) begin
			output_index = 1'b0;
			output_address = 9'b0;
			output_enable = 1'b0;
			output_sample = 8'b0;
			next1 = 3'd0;
			counter = 8'd0;
		end else begin
				case(state) 
				2'b00: begin		
					counter = 8'b00000000;	 
					next1 = ((ycurr[15] == 0 && yprev[15] == 1)) ? 2'b01 : 2'b00;	
					output_enable = 1'b0;	 
					output_address = 9'b0;
					output_sample = 8'b0;
					output_index = read_index_prev;
					end
				2'b01: begin		
					output_enable = new_sample_ready ? 1'b1 : 1'b0;	 
					output_index = read_index_prev;
					output_address = {~read_index_prev, counter};	 
					output_sample = (counter_prev == 0) ? 8'd128 : (ycurr[15:8] + 8'b10000000);	 
					next1 = (counter_prev == 8'b11111111) ? 2'b11 : 2'b01;	 
					counter = new_sample_ready ? (counter_prev + 8'b1) : (counter_prev);	 
					end
				default: begin		
					output_enable = 1'b0;		 
					output_address = 9'b0;		 
					output_sample = 8'b0;		 
					next1 = wave_display_idle ? 2'b00 : 2'b11;	 
					output_index = wave_display_idle ? ~read_index_prev : read_index_prev;	 
					counter = 8'd0;
				end
			endcase
		end
	end
	assign next = reset ? 2'b00 : next1;  
	assign write_address = output_address;
	assign write_enable = output_enable;
	assign write_sample = output_sample;
	assign read_index = reset ? 1'b0 : output_index;
	wire read_index_prev;	
	dffr #(1) READ_INDEX_FF(.clk (clk), .r (reset), .d (read_index), .q (read_index_prev));
	wire [7:0] counter_prev;
	dffr #(8) COUNTER_FF(.clk (clk), .r (reset), .d (counter), .q (counter_prev));
endmodule
module wave_display (
    input clk,
    input reset,
    input [10:0] x,   
    input [9:0]  y,   
    input valid,
    input [7:0] read_value,
    input [1:0] out_of_range_y,
    input out_of_range_x,
    input read_index,
    output wire [8:0] read_address,
    output wire valid_pixel,
    output wire pixel
);
    wire [8:0] read_address_prev;
	assign read_address = {read_index, x[9:2]};
    dffr #(9) FF1(.clk(clk), .r(reset), .d(read_address), .q(read_address_prev));
    wire new_addr = (read_address != read_address_prev);
    wire [7:0] read_value_old, read_value_old_checked;
    reg [7:0] read_value_checked;
	dffre #(8) FF2(.clk(clk), .r(reset), .d(read_value_checked), .q(read_value_old), .en(new_addr));
    wire out_of_range_x_curr;
    dffr #(1) FF3(.clk(clk), .r(reset), .d(out_of_range_x), .q(out_of_range_x_curr));
    always @(*) begin
        if (out_of_range_y[0]) begin  
            read_value_checked = 0;
        end
        else if (out_of_range_y[1]) begin  
            read_value_checked = 255;
        end else begin
            read_value_checked = read_value;
        end
    end
	wire color_pixel, setup_region, left_edge;
    assign left_edge = (x < 5); 
    assign read_value_old_checked = left_edge ? read_value : read_value_old;
    assign setup_region = ((y == 0) & (x < 9)) | (x == 0);
    assign color_pixel = (((read_value_checked >= y[9:2]) & (read_value_old_checked <= y[9:2])) | ((read_value_checked <= y[9:2]) & (read_value_old_checked >= y[9:2]))) & ~out_of_range_x_curr;
	assign valid_pixel = (x <= 1024) & valid;
	assign pixel = (color_pixel & valid & valid_pixel & ~setup_region);
endmodule
module wave_display_top(
    input clk,
    input reset,
    input new_sample,
    input [15:0] sample,
    input [10:0] x,   
    input [9:0]  y,   
    input valid,
    input vsync,
    input [2:0] xscale,
    input [2:0] yscale,
    output pixel
);
    wire [7:0] read_sample, write_sample;
    wire [8:0] read_address, write_address;
    wire read_index;
    wire write_en;
    wire wave_display_idle = ~vsync;
    wave_capture wc(
        .clk(clk),
        .reset(reset),
        .new_sample_ready(new_sample),
        .new_sample_in(sample),
        .write_address(write_address),
        .write_enable(write_en),
        .write_sample(write_sample),
        .wave_display_idle(wave_display_idle),
        .read_index(read_index)
    );
    wire [8:0] scaled_address;
    wire out_of_range_x;
    address_scale as(
        .read_value(read_address[7:0]),
        .scale(xscale),
        .scaled_value(scaled_address[7:0]),
        .out_of_range(out_of_range_x) 
    );
    assign scaled_address[8] = read_address[8];
    ram_1w2r #(.WIDTH(8), .DEPTH(9)) sample_ram(
        .clka(clk),
        .clkb(clk),
        .wea(write_en),
        .addra(write_address),
        .dina(write_sample),
        .douta(),
        .addrb(scaled_address),
        .doutb(read_sample)
    );
    wire [7:0] scaled_value;
    wire [1:0] out_of_range_y;
    sample_scale ss(
        .read_value(read_sample),
        .scale(yscale),
        .scaled_value(scaled_value),
        .out_of_range(out_of_range_y) 
    );
    wire valid_pixel, pixel;
    wave_display wd(
        .clk(clk),
        .reset(reset),
        .x(x),
        .y(y),
        .valid(valid),
        .read_address(read_address),
        .read_value(scaled_value),
        .out_of_range_x(out_of_range_x),
        .out_of_range_y(out_of_range_y),
        .read_index(read_index),
        .valid_pixel(valid_pixel),
        .pixel(pixel)
    );
endmodule
```
==> impl_metrics.ini <==
; physical design summary
[critical_path]
crit_family = AND-OR/OR-AND gates
critical_path.endpoint_type = output port
worst-path-max-fanout = 53
critPathBufInv = 5
worstSetupPathType = in -> out
critPathRequiredTime_ns = 286.48
crit_slowest_cell = clkdlybuf4s50_1
timing.critical_path.arrival_ns = 80.28
worst_path_largest_cell_delay_ns = 0.87
start_kind = primary input
worstSetupStartpoint = y_stretch

[die]
die_height_mm = 1.468
chip_area_mm2 = 2.156
floorplanUtilization_pct = 30.07
num_rows = 538
coreArea_mm2 = 2.145
io-pin-count = 139
fp.dieW_mm = 1.468

[clock_tree]
number_of_buffers_added_by_the_clock_tree_synthesis_step = 1656
clock_tree.buffer_depth = 6
worstSkewPairLatency_ns = 1.36
cts_hold_repair.buffers = 0
cts.sink_count = 16530
tritoncts_clock_tree = yes
clkSlewWorstSetupHoldPaths_ns = 0.06
post-cts-setup-buffers = 0
post_cts.resized_instances = 0
ctsRootBufferMaster = clkbuf_16
h-tree-depth = 7

[layout]
fillerInstances = 195100
fin_cells = 61900
layout_top_cells = edfxtp_1 (16380), mux4_2 (3742), nor2_1 (2443)
final_layout_size_suffix_gt1_share_pct = 23.13
combGateArea_mm2 = 0.1388
seqCellArea_mm2 = 0.4949
lay_top_count = edfxtp_1
area_growth_pct = 13.82

[pwr]
ir_drop_uv = 4.752
power.static_leakage_nw = 261.2
power-per-cell-area_mw_per_mm2 = 6.213

[detailed_routing]
routed-via-count = 315800
initialDrtViolationCount = 21150
post-route-drc-count = 0
router_iterations_before_antenna_repair = 23
viasPerCell = 5.102
avgRoutedWirePerCell_um = 28.91
postRouteWirelength_mm = 1789
antenna_violating_nets_post_route = 0

[yosys]
postSynthRegisterBits = 16530
postSynth.topFlopCell = edfxtp_1
share_of_flip_flops_with_an_asynchronous_set_or_reset_pct = 0
syn-mean-instance-area_um2 = 20.99
ys_cells = 30720
ys.warnings.count = 11
synth_sequential_area_ratio_pct = 76.73
edf_count = 16380
postSynthCellCount = 30720
area_of_the_mapped_netlist_mm2 = 0.6449
synthDistinctLibCells = 109
yosys_stat_chip_area_mm2 = 0.6449

[global_routing]
grt_max_degree = 156
grt_pass1_vias = 350000
grt_remaining_overflow = 0
gr-usage-all-layers_pct = 17.59
antenna_violations_before_repair = 117
grt_first_pass_wirelength_mm = 2526

[final_timing]
skew_ns = 0.08962
fmax_ghz = 0.006583
clock_period_minus_worst_slack_ns = 151.90
finalClockPeriodUsage_pct = 42.42
maxSlewViolCount = 2
hold_viol = 0
rsz0062_at_grt = false
timing.final.setup_violations = 0
max-slew-margin-rel_pct = -1.896
worst_slack_ns = 206.20
totalNegativeSetupSlack_ns = 0
tightest_slew_ns = 1.514

[outcome]
violations = max-capacitance violations, max-slew violations
run_status = finished with violations

[placed_design]
dp.cells = 58770
place_congestion = 0.8943
buffers_on_ports = 85
dp_hpwl_mm = 1121
dpl_worst_slack_ns = 206.44

[flow_run]
stage_log_warnings = 170
cap_viol_max_count = 1

[worst_hold_path]
worstHoldPathType = reg -> reg
worstHoldStart = wd_1.wd.FF2.q[6]
-- per-layer routing --
layer / global-route usage (%) / vias up / wire, um
met4: 6.940 / 160 / 84380
met3: 16.15 / 3539 / 354300
met5: 1.815 / - / 4924
met2: 26.02 / 22250 / 825600
li1: - / 130400 / -
met1: 16.65 / 159500 / 520000
-- path summary, 6_finish.rpt --
path,end,slack [ns],cells past startpoint
max,r[1],206.20,28
min,wd_1.wd.FF2.q[6],0.45,2
max reg2reg,wd_3.wd.FF2.q[6],346.98,24
min reg2reg,wd_1.wd.FF2.q[6],0.45,2
-- worst min-delay path, cell delays in order (launching register included) --
cell	delay [ns]
dfxtp_1	0.30
nand2_1	0.05
o21ai_1	0.05
-- logic make-up after synthesis --
logic type | share of synthesized area (%)
flops | 76.73
mux | 15.70
simple gates | 2.641
compound gates | 2.702
buf+inv | 1.927
fa+ha+maj | 0.1719
xor+xnor | 0.1195
-- stage by stage --
step	instance area [um2]	utilization, %	power (mW)	hold WS [ns]
floorplan	644900	-	2.581	0.4196
global placement	680700	31.74	2.899	0.4378
detailed placement	680700	31.74	2.895	0.4480
CTS	733600	34.21	4.584	0.4557
global route	733800	34.21	4.698	0.4845
finish	734000	34.23	4.561	0.4508
-- final cells by class --
type / count / area share, %
sequential: 16530 / 67.42
multi-input combinational: 12200 / 18.90
clock buffer: 2005 / 5.906
tap: 28620 / 4.878
timing repair buffer: 1355 / 1.486
clock inverter: 960 / 1.309
antenna: 161 / 0.05489
inverter: 67 / 0.04159
-- synthesized netlist by cell type, types with 44 or more instances --
cell / number / share of area [%]
nand2_1: 741 / 0.43
buf_12: 59 / 0.18
a22oi_1: 680 / 0.79
nor4_1: 224 / 0.22
edfxtp_1: 16380 / 76
buf_2: 298 / 0.23
a221oi_1: 59 / 0.080
inv_1: 58 / 0.034
mux2_2: 114 / 0.20
buf_8: 108 / 0.25
a21oi_1: 425 / 0.33
mux4_2: 3742 / 13
clkbuf_1: 803 / 0.47
mux2i_1: 1546 / 2.4
buf_4: 254 / 0.30
buf_6: 191 / 0.33
dfxtp_1: 143 / 0.44
nor2_1: 2459 / 1.4
xnor2_1: 45 / 0.061
and2_1: 50 / 0.049
nor2b_1: 51 / 0.049
nand4_1: 78 / 0.076
o22ai_1: 823 / 0.80
a31oi_1: 71 / 0.069
o211ai_1: 44 / 0.051
ha_1: 87 / 0.17
buf_1: 216 / 0.13
nand3_1: 116 / 0.090
o21ai_0: 148 / 0.11
nor3_1: 98 / 0.076
-- power breakdown --
part | internal, mW | switching [mW] | leakage, nW
registers | 2.10 | 0.00460 | 187
clock network | 0.992 | 0.713 | 25.9
logic | 0.246 | 0.509 | 48.7
total | 3.33 | 1.23 | 261
-- sequential cells by signal (all words and copies together), names as in the netlist, 9 cells and up, named ones only --
| register | flops |
|---|---|
| wd_3.sample_ram.RAM | 4096 |
| wd_1.sample_ram.RAM | 4096 |
| wd_full.wd.FF1.q | 9 |
| wd_2.sample_ram.RAM | 4096 |
| wd_full.sample_ram.RAM | 4096 |
Power figures rest on the tool's default switching activity, not on a simulated workload.
